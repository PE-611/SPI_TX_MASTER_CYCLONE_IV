==> ./design.v <==
module SPI_TX (input clk, start_transmit, reset,
					output reg sdi, cs, out_spi_clk
					);
parameter divider_clk = 100;
parameter quantity_bits = 12;
reg [quantity_bits:0] data;					
reg transmit_flg;					
reg [12:0] transmit_flg_cnt;					
reg [12:0] cnt;					
reg [7:0] state;	
reg [7:0] next_state;
reg [7:0] bit_cnt;
localparam IDLE 							= 8'd0;
localparam STARTING_TRANSMITTING		= 8'd1;	
localparam SET_BIT_TO_TRANSMITTING  = 8'd2;
localparam SET_HIGH_CLK_SPI			= 8'd3;
localparam SET_LOW_CLK_SPI				= 8'd4;
localparam DEC_BIT_CNT 					= 8'd5;
localparam STOP_TRANSMIT				= 8'd6;
initial begin					
	sdi 					<= 1'b0;
	cs 					<= 1'b1;
	out_spi_clk  		<= 1'b0;					
	data 					<= 12'b110011001100; 
	transmit_flg 		<= 1'b0;
	transmit_flg_cnt 	<= 1'b0;
	cnt 					<= 1'b0;	
	bit_cnt 				<= quantity_bits - 1;
end
always @* 	
		case (state)
			IDLE:
				if (start_transmit == 1'b1 && transmit_flg == 1'b1) begin
					next_state <= STARTING_TRANSMITTING;
				end
				else begin
					next_state <= IDLE;
				end
			STARTING_TRANSMITTING:
				if (cnt == divider_clk) begin
					next_state <= SET_BIT_TO_TRANSMITTING;
				end
				else begin
					next_state <= STARTING_TRANSMITTING;
				end
			SET_BIT_TO_TRANSMITTING:
				if (cnt == divider_clk * 2) begin
					next_state <= SET_HIGH_CLK_SPI;
				end
				else begin
					next_state <= SET_BIT_TO_TRANSMITTING;
				end
			SET_HIGH_CLK_SPI:
				if (cnt == divider_clk * 3) begin
					next_state <= SET_LOW_CLK_SPI;
				end
				else begin
					next_state <= SET_HIGH_CLK_SPI;
				end
			SET_LOW_CLK_SPI: 
				if (cnt == divider_clk * 4) begin
					next_state <= DEC_BIT_CNT;
				end
				else begin
					next_state <= SET_LOW_CLK_SPI;
				end
			DEC_BIT_CNT: 
				if (bit_cnt == 1'b0) begin
					next_state <= STOP_TRANSMIT;
				end
				else begin
					next_state <= SET_BIT_TO_TRANSMITTING;
				end
			STOP_TRANSMIT:
				if (cnt >= divider_clk * 5) begin
					next_state <= IDLE;
				end
				else begin
					next_state <= STOP_TRANSMIT;
				end
			default:
				next_state <= IDLE;
		endcase
always @(posedge clk) begin
	if (start_transmit == 1'b0) begin
		transmit_flg_cnt <= 1'b0;
	end
	if (start_transmit == 1'b1 && transmit_flg_cnt == 1'b0) begin
		transmit_flg <= 1'b1;	
	end
	if (transmit_flg == 1'b1) begin
		transmit_flg_cnt <= transmit_flg_cnt + 1'b1;
	end
	if (transmit_flg_cnt >= divider_clk * 5) begin
		transmit_flg <= 1'b0;
	end
	if (state == IDLE) begin
		cnt <= 1'b0;
		bit_cnt <= quantity_bits - 1;
		cs <= 1'b1; 
		sdi <= 1'b0;
		out_spi_clk <= 1'b0;
	end
	if (state == STARTING_TRANSMITTING) begin
		cnt <= cnt + 1'b1;
		out_spi_clk <= 1'b0;
		sdi <= 1'b0;
		cs <= 1'b0;
	end
	if (state == SET_BIT_TO_TRANSMITTING) begin
		cnt <= cnt + 1'b1;
		out_spi_clk <= 1'b0;
		sdi <= data[bit_cnt];
		cs <= 1'b0;
	end
	if (state == SET_HIGH_CLK_SPI) begin
		cnt <= cnt + 1'b1;
		out_spi_clk <= 1'b1;
		cs <= 1'b0;
	end
	if (state == SET_LOW_CLK_SPI) begin
		cnt <= cnt + 1'b1;
		out_spi_clk <= 1'b0;
	end
	if (state == DEC_BIT_CNT) begin
		bit_cnt <= bit_cnt - 1'b1;
		cnt <= divider_clk;
	end
	if (state == STOP_TRANSMIT) begin
		cs <= 1'b1;
		cnt <= cnt + 1'b1;
		sdi <= 1'b0;
		bit_cnt <= 1'b0;
	end 
end	
always @(posedge clk or negedge reset) begin 
	if(!reset) begin
		state <= IDLE;
	end
	else begin
		state <= next_state;
	end
end		
endmodule
==> ./run.sh <==
#!/bin/bash
# OpenROAD 26Q1-2900-gdf79404cd8, Yosys 0.63+post, stock flow scripts
make -C /OpenROAD-flow-scripts/flow DESIGN_CONFIG=/design/flow/config.mk WORK_HOME=/design/flow/orfs finish
==> ./config.mk <==
export PLATFORM = sky130hd
export DESIGN_NAME = SPI_TX
export DESIGN_NICKNAME = SPI_TX
export VERILOG_FILES = /design/flow/design.v
export SDC_FILE = /design/flow/constraint.sdc
export NUM_CORES = 4
export LEC_CHECK = 1
export CORE_UTILIZATION = 50
==> ./constraint.sdc <==
current_design SPI_TX

set clk_period 3.6
set clk_io_pct 0.2

create_clock -name clk0 -period $clk_period [get_ports {clk}]

set non_clock_inputs [all_inputs -no_clocks]
set_input_delay [expr $clk_period * $clk_io_pct] -clock clk0 $non_clock_inputs
set_output_delay [expr $clk_period * $clk_io_pct] -clock clk0 [all_outputs]
==> flow_metrics.env <==
# yosys + openroad results
export IMPL_outcome="finished clean"
export IMPL_topCellsByArea="edfxtp_1 (32%), dfxtp_1 (10%), dfrtp_1 (6.2%)"
export IMPL_worst_pin_slew_ps=787
export IMPL_grt_usage_pct=20.6
export IMPL_portBuffers=5
export IMPL_vias=1857
export IMPL_ff_type="edfxtp_1"
export IMPL_dr_pass1_iters=4
export IMPL_clockBufferDepth=2
export IMPL_slew_violations=0
export IMPL_place_area_mm2=0.00248
export IMPL_grt_max_degree=17
export IMPL_max_freq_ghz=0.531
export IMPL_power_density_mw_per_mm2=352
export IMPL_chipArea_mm2=0.00511
export IMPL_critPathMaxFanout=13
export IMPL_wl_per_cell_um=15.7
export IMPL_grt_pass1_vias=1704
export IMPL_antennaDiodeCount=0
export IMPL_cts_sinks=45
export IMPL_syn_area_mm2=0.00241
export IMPL_cp_cell_sequence="or3_1 -> nor3_1 -> nand2_1"
export IMPL_syn_inst=242
export IMPL_tritoncts="yes"
export IMPL_slowest_delay_ps=490
export IMPL_post_cts_resized=0
export IMPL_hold_path_class="flop to flop"
export IMPL_h_tree_depth=2
export IMPL_drv_cap=0
export IMPL_ios=6
export IMPL_top_area_share_pct=32.4
export IMPL_yosys_cells=242
export IMPL_crit_slowest_cell="or3_1"
export IMPL_clk_pin_slew_ps=80
export IMPL_tns_ps=0
export IMPL_reg2reg_depth=3
export IMPL_initial_core_util_pct=53.6
export IMPL_crit_buf_inv=0
export IMPL_setup_violations=0
export IMPL_critPathCaptureType="flop"
export IMPL_nFillCells=379
export IMPL_synth_most_common_cell="edfxtp_1"
export IMPL_clkLatencyLatePin_ps=300
export IMPL_row_count=24
export IMPL_dp_hpwl_um=3220
export IMPL_r2r_end="cnt[7]"
export IMPL_path_delay_family="simple AND/OR/NAND/NOR gates"
export IMPL_area_growth_pct=6.95
export IMPL_final_hold_viol_count=0
export IMPL_die_y_um=71.5
export IMPL_async_reset_ff_share_pct=15.6
export IMPL_start_kind="flop"
export IMPL_whs_endpoint="out_spi_clk"
export IMPL_ctsRootBufferMaster="clkbuf_8"
export IMPL_drive_above_1_share_pct=4.94
export IMPL_synth_avg_cell_area_um2=9.97
export IMPL_hp_start="out_spi_clk"
export IMPL_synthDistinctLibCells=50
export IMPL_fp_dieW_um=71.5
export IMPL_synth_area_leader_cell="edfxtp_1"
export IMPL_ys_ff=45
export IMPL_cp_depth=3
export IMPL_log_warning_count=29
export IMPL_yosys_area_mm2=0.00241
export IMPL_hold_depth=2
export IMPL_arrival_ps=1820
export IMPL_post_route_util_pct=57.3
export IMPL_numCtsBuffers=5
export IMPL_crit_required_ps=3530
export IMPL_r2r_start="state[6]"
export IMPL_final_cells=295
export IMPL_cts_setup_buffers=0
export IMPL_yosysWarnings=1
export IMPL_overflow=0
export IMPL_fin_crit_sh_pct=52.3
export IMPL_numPlacedInstances=287
export IMPL_gp_congestion=0.796
export IMPL_critical_path_class="flop to flop"
export IMPL_antenna_found_initial=0
export IMPL_cts_hold_fix_buffers=0
export IMPL_grt_pass1_wl_um=8040
export IMPL_edf_count=26
export IMPL_rrSetupSlack_ps=1720
export IMPL_drc=0
export IMPL_vdd_ir_drop_max_mv=0.183
export IMPL_core_mm2=0.00450
export IMPL_synth_seq_share_pct=49.6
export IMPL_p_leak_uw=0.000868
export IMPL_via_per_inst=6.29
export IMPL_power_total_uw=908
export IMPL_common_cells="edfxtp_1 (26), inv_1 (20), a21oi_1 (17), nand3_1 (14), nor2_1 (14)"
export IMPL_worst_clock_skew_ps=5.71
export IMPL_slew_limit_headroom_pct=47.1
export IMPL_post_route_min_period_ps=1880
export IMPL_antenna_left=0
export IMPL_rsz0062_at_grt="no"
export IMPL_drt_iter0_markers=102
export IMPL_routed_wl_um=4640
export IMPL_stdcell_area_mm2=0.00258
-- worst register-to-register path, cell delays in order (launching register included) --
cell	delay, ps
dfrtp_1	410
or3_1	490
nor3_1	230
nand2_1	380
-- cell families (layout without fill, tap and decap cells) --
| logic type | count (synthesis) | in the layout | synth area share (%) |
|---|---|---|---|
| simple gates | 94 | 94 | 23.0 |
| xor+xnor | 6 | 6 | 2.18 |
| buf+inv | 32 | 33 | 5.13 |
| flops | 45 | 45 | 49.6 |
| mux | 2 | 2 | 0.830 |
| compound gates | 57 | 57 | 16.1 |
| fa+ha+maj | 6 | 6 | 3.11 |
-- area by class of cell --
cell class	count	area, µm²	share of cell area [%]
multi-input cells	165	1090	42.3
inverters	20	75.1	2.91
clock inverters	1	5.00	0.194
well taps	52	65.1	2.52
flip-flops and latches	45	1200	46.4
clock buffers	7	96.3	3.73
repair buffers	5	50.0	1.94
-- layout by cell type (no fill, tap or decap), drive strengths merged, types with 7 or more instances in the layout --
| cell type | Yosys | final |
|---|---|---|
| edfxtp | 26 | 26 |
| or3 | 11 | 11 |
| o21ai | 13 | 13 |
| a21oi | 17 | 17 |
| or4 | 8 | 8 |
| nor2 | 14 | 14 |
| nand2 | 10 | 10 |
| nor3 | 8 | 8 |
| clkbuf | 9 | 7 |
| inv | 20 | 20 |
| dfxtp | 12 | 12 |
| nand3 | 14 | 14 |
| nand4 | 7 | 7 |
-- sequential cells by signal (all words and copies together), names as in the netlist --
signal / flops
state: 7
bit_cnt: 8
cnt: 13
sdi: 1
transmit_flg: 1
transmit_flg_cnt: 13
cs: 1
out_spi_clk: 1
-- worst max path at each step --
stage / from / endpoint / slack (ps)
final: state[6] / cnt[7] / 1720
after global routing: state[6] / cnt[7] / 1540
after CTS: state[6] / cnt[1] / 1720
-- metrics by stage --
stage	setup slack (ps)	hold WS [ps]
after floorplan	1920	424
after global placement	1630	477
after detailed placement	1590	490
after CTS	1720	510
after global routing	1540	549
final	1720	503
-- power by group --
part           total (µW)  switching [µW]  internal [µW]
clock                 339             166            174
sequential            553            6.51            546
combinational        15.6            9.62           5.94
-- layer usage --
layer	GRT usage [%]	wire length [µm]
met1	34.3	2240
met2	31.7	2160
met3	3.57	167
met4	2.40	70
met5	0	0
Power figures rest on the tool's default switching activity, not on a simulated workload.
